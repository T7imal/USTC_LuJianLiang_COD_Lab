--- run.sh ---
#!/bin/bash
# OpenROAD 26Q1-2900-gdf79404cd8, Yosys 0.63+post, stock flow scripts
make -C /OpenROAD-flow-scripts/flow DESIGN_CONFIG=/design/flow/config.mk WORK_HOME=/design/flow/orfs finish
--- constraint.sdc ---
current_design Partical_Br_History

set clk_period 80.2
set clk_io_pct 0.2

create_clock -name clk0 -period $clk_period [get_ports {clk}]

set non_clock_inputs [all_inputs -no_clocks]
set_input_delay [expr $clk_period * $clk_io_pct] -clock clk0 $non_clock_inputs
set_output_delay [expr $clk_period * $clk_io_pct] -clock clk0 [all_outputs]
--- design.v ---
module BHT (
    input clk,
    input [31:0] pc_if,
    input [31:0] pc_ex,
    input br_inst,   
    input br,
    output [3:0] br_history_if,
    output [3:0] br_history_ex
);
    reg [3:0] bht [0:63];
    wire [5:0] pc_if_hash, pc_ex_hash;
    integer i=0;
    assign pc_if_hash=pc_if[15:10]^pc_if[7:2];
    assign pc_ex_hash=pc_ex[15:10]^pc_ex[7:2];
    assign br_history_if= (br_inst && pc_if==pc_ex) ? {bht[pc_ex_hash][2:0],br} : bht[pc_if_hash];     
    assign br_history_ex= (br_inst) ? {bht[pc_ex_hash][2:0],br} : bht[pc_ex_hash];   
    initial begin
        for (i=0; i<64; i=i+1) begin
            bht[i]=4'h0;     
        end
    end
    always @(posedge clk) begin
        if(br_inst)
            bht[pc_ex_hash]<={bht[pc_ex_hash][2:0],br};   
    end
endmodule
module PHT_Partical (
    input clk,
    input [31:0] pc_if,
    input [31:0] pc_ex,
    input br_inst,   
    input br,
    input [3:0] br_history_if,
    input [3:0] br_history_ex,
    output reg br_pre
);
    reg [1:0] pht [0:63][0:15];
    wire [5:0] pc_if_hash, pc_ex_hash;
    integer i=0, j=0;
    assign pc_if_hash=pc_if[15:10]^pc_if[7:2];
    assign pc_ex_hash=pc_ex[15:10]^pc_ex[7:2];
    always @(*) begin
        if(br_inst && pc_if==pc_ex)begin     
            case (pht[pc_ex_hash][br_history_ex])
                2'b00: br_pre=0;
                2'b01: br_pre= (br) ? 1 : 0;
                2'b10: br_pre= (br) ? 1 : 0;
                2'b11: br_pre=1;
            endcase
        end
        else begin
            case (pht[pc_if_hash][br_history_if])
                2'b00: br_pre=0;
                2'b01: br_pre=0;
                2'b10: br_pre=1;
                2'b11: br_pre=1;
            endcase
        end
    end
    initial begin
        for (i=0; i<64; i=i+1) begin
            for (j=0; j<16; j=j+1) begin
                pht[i][j]=2'b01;     
            end
        end    
    end
    always @(posedge clk) begin
        if (br_inst) begin
            case (pht[pc_ex_hash][br_history_ex])
                2'b00: pht[pc_ex_hash][br_history_ex]<= (br) ? 2'b01 : 2'b00;
                2'b01: pht[pc_ex_hash][br_history_ex]<= (br) ? 2'b10 : 2'b00;
                2'b10: pht[pc_ex_hash][br_history_ex]<= (br) ? 2'b11 : 2'b01;
                2'b11: pht[pc_ex_hash][br_history_ex]<= (br) ? 2'b11 : 2'b10;
            endcase
        end
    end
endmodule
module Partical_Br_History (
    input clk,
    input [31:0] pc_if,
    input [31:0] pc_ex,
    input [31:0] inst_ex,
    input br_ex,
    output br_pre
);
    wire br_inst;
    wire [3:0] br_history_if;
    wire [3:0] br_history_ex;
    assign br_inst= (inst_ex[6:0]==7'b1100011) ? 1 : 0;
    BHT bht(
        .clk(clk),
        .pc_if(pc_if),
        .pc_ex(pc_ex),
        .br_inst(br_inst),
        .br(br_ex),
        .br_history_if(br_history_if),
        .br_history_ex(br_history_ex)
    );
    PHT_Partical pht_partical(
        .clk(clk),
        .pc_if(pc_if),
        .pc_ex(pc_ex),
        .br_inst(br_inst),
        .br(br_ex),
        .br_history_if(br_history_if),
        .br_history_ex(br_history_ex),
        .br_pre(br_pre)
    );
endmodule
--- config.mk ---
export PLATFORM = sky130hd
export DESIGN_NAME = Partical_Br_History
export DESIGN_NICKNAME = Partical_Br_History
export VERILOG_FILES = /design/flow/design.v
export SDC_FILE = /design/flow/constraint.sdc
export NUM_CORES = 4
export LEC_CHECK = 1
export CORE_UTILIZATION = 30
==> results.sh <==
# implementation run metrics
export IMPL_synthFlopType="edfxtp_1"
export IMPL_drt_pass1_iter_count=7
export IMPL_grt_max_degree=181
export IMPL_postCtsSetupBuffers=0
export IMPL_wl_um=381900
export IMPL_slew_violations=4
export IMPL_holdWs_ns=1.495
export IMPL_fin_crit_sh_pct=54.27
export IMPL_cts_buffers=236
export IMPL_worstPathRequired_ns=64.16
export IMPL_finalHoldViolations=0
export IMPL_area_delta_synth_final_pct=14.02
export IMPL_die_h_um=583.3
export IMPL_worst_slew_pin_slew_ns=1.524
export IMPL_top_area_cell="edfxtp_1"
export IMPL_holdBufCountCts=0
export IMPL_top_cell_area_share_pct=68.26
export IMPL_slew_headroom_pct=-1.978
export IMPL_clk_pin_slew_ns=0.06
export IMPL_max_stage_delay_ns=0.85
export IMPL_cts_max_level=4
export IMPL_antenna_violating_nets_post_route=0
export IMPL_topCellsByArea="edfxtp_1 (68%), o22ai_1 (6.6%), nor2_1 (4.4%)"
export IMPL_start_kind="primary input"
export IMPL_p_leak_uw=0.03424
export IMPL_fin_tns_setup_ns=0
export IMPL_synthArstFlopShare_pct=0
export IMPL_clock_skew_ns=0.1067
export IMPL_die_area_mm2=0.3402
export IMPL_worstSetupPathType="in -> out"
export IMPL_syn_inst=7905
export IMPL_initCoreUtil_pct=30.14
export IMPL_post_cts_resized=0
export IMPL_drive_gt1_share_pct=11.17
export IMPL_edf_count=2304
export IMPL_ios=99
export IMPL_yosysSeqAreaShare_pct=68.26
export IMPL_vias_per_cell=5.911
export IMPL_overflow=0
export IMPL_gr_usage_all_layers_pct=23.46
export IMPL_yosysWarnings=2
export IMPL_end_kind="output port"
export IMPL_clock_latency_ns=0.96
export IMPL_p_per_area_mw_per_mm2=27.44
export IMPL_drv_cap=1
export IMPL_port_buffers=73
export IMPL_vias=74470
export IMPL_grt_pass1_vias=77320
export IMPL_hold_path_class="reg -> reg"
export IMPL_clockBufferDepth=3
export IMPL_fp_dieW_um=583.3
export IMPL_path_max_fanout=56
export IMPL_cts_sinks=2304
export IMPL_gp_congestion=0.9703
export IMPL_tool_warnings=104
export IMPL_slowest_stage="a2111oi_1"
export IMPL_core_area_mm2=0.3363
export IMPL_synth_cell_type_count=92
export IMPL_antenna_found_initial=28
export IMPL_cts_tree="done"
export IMPL_period_minus_slack_ns=43.52
export IMPL_synth_area_mm2=0.1014
export IMPL_syn_mean_instance_area_um2=12.82
export IMPL_grt_first_pass_wirelength_um=537600
export IMPL_drc=0
export IMPL_setup_violations=0
export IMPL_ys_flops=2304
export IMPL_rsz0062_at_grt="false"
export IMPL_crit_top_cell="buf_4"
export IMPL_yosysChipArea_mm2=0.1014
export IMPL_hpwlAfterDp_um=220300
export IMPL_drt_iter0_markers=6337
export IMPL_yosysCellCount=7905
export IMPL_outcome="complete, but fails checks"
export IMPL_critPathArrivalTime_ns=27.48
export IMPL_wire_per_inst_um=30.32
export IMPL_rows=213
export IMPL_ir_drop_uv=27.88
export IMPL_violations="capacitance limit, slew limit"
export IMPL_fmax_mhz=22.98
export IMPL_cts_root_buf="clkbuf_16"
[metal layers]
metal / routed length, um / up-vias / part of all wire, % / global-route usage, %
li1: - / 30870 / - / -
met1: 114000 / 36040 / 30 / 22.40
met2: 164300 / 6133 / 43 / 32.89
met3: 76840 / 1356 / 20 / 20.96
met4: 25060 / 66 / 6.6 / 12.92
met5: 1685 / - / 0.44 / 5.585
[cell usage after synthesis (6+ instances only)]
| cell | count |
|---|---|
| a2111oi_0 | 12 |
| a211o_1 | 6 |
| a211oi_1 | 41 |
| a21oi_1 | 67 |
| a221oi_1 | 7 |
| a22o_1 | 6 |
| a22oi_1 | 23 |
| a311oi_1 | 34 |
| a31oi_1 | 63 |
| a32o_1 | 7 |
| a32oi_1 | 24 |
| and2_1 | 7 |
| and3_1 | 83 |
| buf_1 | 68 |
| buf_2 | 212 |
| buf_4 | 46 |
| buf_6 | 15 |
| clkbuf_1 | 361 |
| edfxtp_1 | 2304 |
| inv_1 | 11 |
| mux2_2 | 32 |
| mux2i_1 | 166 |
| mux4_2 | 120 |
| nand2_1 | 657 |
| nand3_1 | 117 |
| nand4_1 | 127 |
| nor2_1 | 1191 |
| nor3_1 | 107 |
| nor4_1 | 39 |
| o2111ai_1 | 41 |
| o211ai_1 | 31 |
| o21ai_0 | 435 |
| o21ai_1 | 49 |
| o21bai_1 | 28 |
| o221ai_1 | 10 |
| o22a_1 | 8 |
| o22ai_1 | 1068 |
| o31ai_1 | 19 |
| o41ai_1 | 11 |
| or3_1 | 66 |
| or4_1 | 7 |
| xnor2_1 | 40 |
| xor2_1 | 11 |
[final timing paths]
path / start / endpoint / slack (ns) / cells after the start
min: bht.bht[16][1]$_DFFE_PP_ / bht.bht[63][2]$_DFFE_PP_ / 1.50 / 5
max: pc_ex[4] / br_pre / 36.68 / 29
max reg2reg: bht.bht[1][1]$_DFFE_PP_ / pht_partical.pht[240][0]$_DFFE_PP_ / 68.46 / 27
min reg2reg: bht.bht[16][1]$_DFFE_PP_ / bht.bht[63][2]$_DFFE_PP_ / 1.50 / 5
[sequential cells by signal, summed over array words and instances (netlist names)]
| signal | cells |
|---|---|
| pht_partical.pht | 2048 |
| bht.bht | 256 |
[area by class of cell]
class | count | area (um2)
Antenna cell | 63 | 157.7
Clock buffer | 281 | 6096
Tap cell | 4515 | 5649
Clock inverter | 159 | 1730
Inverter | 12 | 45.04
Multi-Input combinational cell | 4884 | 29440
Fill cell | 31710 | 220800
Timing Repair Buffer | 379 | 3261
Sequential cell | 2304 | 69190
[stage by stage]
step / setup slack [ns] / util [%] / cells / total power (uW) / cell area, um2
finish: 36.68 / 34.36 / 12600 / 3171 / 115600
global route: 36.42 / 34.33 / 12550 / 3238 / 115400
CTS: 37.19 / 34.31 / 12530 / 3143 / 115400
detailed placement: 37.23 / 31.99 / 12090 / 2056 / 107600
global placement: 37.26 / 31.99 / 12090 / 2054 / 107600
floorplan: 26.01 / - / 7905 / 1759 / 101400
[cell families (layout without fill, tap and decap cells)]
logic type	Yosys count	in the layout	share of synthesized area, %
AND-OR/OR-AND	2055	2055	12.83
XOR/XNOR	55	55	0.5049
adder cells (fa/ha/maj)	4	4	0.04938
buffers and inverters	717	831	3.232
flip-flops	2304	2304	68.26
multiplexers	321	321	4.739
other	0	63	0
AND/OR/NAND/NOR	2449	2449	10.39
[cells in the final DEF (no fill, tap or decap), types with 63 or more instances in the layout]
| master | synthesis | routed |
|---|---|---|
| a31oi_1 | 63 | 63 |
| o21ai_0 | 435 | 435 |
| clkbuf_16 | 0 | 237 |
| buf_4 | 46 | 287 |
| and3_1 | 83 | 79 |
| nor3_1 | 107 | 103 |
| nand3_1 | 117 | 117 |
| nand2_1 | 657 | 622 |
| o22ai_1 | 1068 | 1068 |
| clkinv_1 | 0 | 66 |
| diode_2 | 0 | 63 |
| or3_1 | 66 | 66 |
| nand4_1 | 127 | 127 |
| mux2i_1 | 166 | 166 |
| mux4_2 | 120 | 120 |
| a21oi_1 | 67 | 66 |
| nor2_1 | 1191 | 1179 |
| clkdlybuf4s50_1 | 0 | 72 |
| edfxtp_1 | 2304 | 2304 |
[power by group]
part | leakage (uW) | switching, uW | total [uW] | internal (uW)
clock | 0.00377 | 479 | 1110 | 627
sequential | 0.0194 | 0.0219 | 1330 | 1330
combinational | 0.0111 | 554 | 738 | 184
[worst max-delay path: cells and delay by family]
kind                       cells  cell delay, ns
AOI/OAI and AO/OA              9            3.37
xor gates and xnor gates       1            0.24
adders and majority gates      1            0.24
and+or+nand+nor                7            2.20
buffers and inverters         11            5.22
Power figures rest on the tool's default switching activity, not on a simulated workload.
