**./run.sh**
```bash
#!/bin/bash
# OpenROAD 26Q1-2900-gdf79404cd8, Yosys 0.63+post, stock flow scripts
make -C /OpenROAD-flow-scripts/flow DESIGN_CONFIG=/design/flow/config.mk WORK_HOME=/design/flow/orfs finish
```
**./design.v**
```verilog
module BTB (
    input clk,
    input [31:0] pc_if,
    input [31:0] pc_ex,
    input [1:0] pc_sel,
    input [31:0] alu_ans,
    output reg hit,
    output reg [31:0] jump_addr
);
    wire [5:0] pc_if_hash, pc_ex_hash;
    wire [3:0] tag_if, tag_ex;
    reg [3:0] tag [0:63];
    reg [31:0] jat [0:63];   
    integer i=0;
    assign tag_if=pc_if[5:2];
    assign tag_ex=pc_ex[5:2];
    assign pc_if_hash=pc_if[15:10]^pc_if[7:2];
    assign pc_ex_hash=pc_ex[15:10]^pc_ex[7:2];
    initial begin
        for(i=0; i<64; i=i+1)begin
            tag[i]=4'h0;
            jat[i]=32'h0;
        end
    end
    always @(*) begin
        if(pc_if==pc_ex)begin
            hit=1;
            jump_addr=alu_ans;
        end
        else begin
            if(tag_if==tag[pc_if_hash])begin
                hit=1;
                jump_addr=jat[pc_if_hash];
            end
            else begin
                hit=0;
                jump_addr=0;
            end
        end
    end
    always @(posedge clk) begin
        if(pc_sel==2 || pc_sel==3)begin  
            if(tag[pc_ex_hash]!=tag_ex)begin
                jat[pc_ex_hash]<=alu_ans;
                tag[pc_ex_hash]<=tag_ex;
            end
        end
    end
endmodule
```
**./constraint.sdc**
```tcl
current_design BTB

set clk_period 156.9
set clk_io_pct 0.2

create_clock -name clk0 -period $clk_period [get_ports {clk}]

set non_clock_inputs [all_inputs -no_clocks]
set_input_delay [expr $clk_period * $clk_io_pct] -clock clk0 $non_clock_inputs
set_output_delay [expr $clk_period * $clk_io_pct] -clock clk0 [all_outputs]
```
**./config.mk**
```make
export PLATFORM = sky130hd
export DESIGN_NAME = BTB
export DESIGN_NICKNAME = BTB
export VERILOG_FILES = /design/flow/design.v
export SDC_FILE = /design/flow/constraint.sdc
export NUM_CORES = 4
export LEC_CHECK = 1
export CORE_UTILIZATION = 40
```
==> results.json <==
{
  "status": "complete, no violations",
  "fin_area_um2": 104000,
  "drtAntennaViolNets": 0,
  "drv_slew": 0,
  "synth-edff-count": 2304,
  "hpwlAfterDp_mm": 132,
  "rsz0062_at_grt": "false",
  "cts_buffers": 226,
  "cts_max_level": 4,
  "crit_path_max_fanout": 45,
  "drv_cap": 0,
  "core_um2": 225000,
  "clkTransAtPathRegs_ns": 0.06,
  "cts_tree": "built",
  "p_leak_nw": 32.1,
  "dpl_cell_area_um2": 96300,
  "grt_pass1_vias": 47794,
  "setup.worst_path.start_class": "input pin",
  "fin_crit_ns": 69.67,
  "critPathKind": "in -> out",
  "skew_ns": 0.0681,
  "syn_area_per_cell_um2": 23.4,
  "viasPerCell": 5.84,
  "critPathRequiredTime_ns": 125.52,
  "ios": 132,
  "crit_slowest_cell": "clkdlybuf4s50_1",
  "synth_area_um2": 90900,
  "die-width_um": 479,
  "synth_async_sr_flop_share": 0,
  "rows": 174,
  "grt_first_pass_wirelength_mm": 340,
  "clock_sinks": 2304,
  "routedWlPerCell_um": 31.9,
  "dieArea_um2": 229000,
  "fin_util": 0.460,
  "whs_ns": 2.02,
  "fin_crit_sh": 0.444,
  "reg2reg_to": "jat[55][4]",
  "drive_gt1_frac": 0.304,
  "ys_area_um2": 90900,
  "firstDrtPassIters": 5,
  "holdCritStartpoint": "tag[1][2]",
  "port_buffers": 130,
  "cp-end-kind": "output port",
  "synth_top_cell_by_area": "edfxtp_1",
  "cts_resized": 0,
  "regToRegStartpoint": "tag[60][2]",
  "num_vias": 43208,
  "ctsHoldBuffers": 0,
  "cts-root-buf": "clkbuf_16",
  "crit_chain": "clkdlybuf4s50_1 -> xor2_4 -> buf_4 -> buf_4 -> buf_4 -> buf_4 -> mux4_2 -> mux4_2 -> mux2i_1 -> nand2_1 -> a32o_1 -> clkdlybuf4s50_1",
  "hold_path.class": "reg -> reg",
  "synth-main-ff-cell": "edfxtp_1",
  "p_per_area_nw_per_um2": 13.0,
  "yosys_cells": 3891,
  "hold_depth": 5,
  "ys_seq_share": 0.761,
  "critical_path_arrival_ns": 38.29,
  "yosysMostFrequentCell": "edfxtp_1",
  "synth-seq-cells": 2304,
  "r2r_slack_ns": 151.85,
  "dieHeight_um": 479,
  "drt_iter0_drc": 3106,
  "antenna_found_initial": 4,
  "yosysWarnings": 1,
  "finalWeightedCongestion": 0.927,
  "grt_overflow": 0,
  "post-cts-setup-buffer-count": 0,
  "crit_top_cell": "buf_4",
  "peakVddDrop_mv": 0.0108,
  "grt_max_degree": 71,
  "wirelength_mm": 236,
  "finalSetupTns_ns": 0,
  "syn_inst": 3891,
  "reg2reg_depth": 8,
  "holdPathEnd": "tag[61][1]",
  "grt_usage": 0.231,
  "clk_latency_ns": 0.87,
  "cts_buffer_depth": 3,
  "syn2layout_area_growth_pct": 14.0,
  "slowest_delay_ns": 0.95,
  "area_leaders": "edfxtp_1, mux4_2, mux2i_1",
  "log.warning_count": 27,
  "initial_core_util": 0.403,
  "clock.fmax_mhz": 14.4,
  "slew_headroom": 0.217,
  "common_cells": "edfxtp_1, mux4_2, buf_2",
  "synth.distinct_cells": 61,
  "finalSetupViolations": 0,
  "hold_viol": 0,
  "drc": 0,
  "tightest_slew_ns": 1.16,
  "netlist.area_leader.share": 0.761
}
==> area by class of cell <==
type	instances	area, um2
flip-flops and latches	2304	69200
diodes	2	5.00
inverters	4	15.0
clock inverters	147	1520
multi-input cells	1350	20600
clock buffers	267	5810
repair buffers	335	2690
fillers	18195	122000
well taps	2992	3740
==> worst max path at each step <==
stage | slack, ns | cells after the start | start | endpoint
CTS | 87.27 | 12 | pc_if[3] | jump_addr[21]
global route | 86.83 | 12 | pc_if[3] | jump_addr[21]
finish | 87.23 | 12 | pc_if[3] | jump_addr[21]
==> sequential cells by signal, indices dropped and copies added, names as in the netlist <==
name  count
tag     256
jat    2048
==> metal layers <==
layer	wire (um)	vias to the layer above	GRT usage
met5	260	-	0.00849
met4	7730	12	0.0589
met3	41800	401	0.179
met2	113000	2993	0.339
met1	72900	22079	0.273
li1	-	17723	-
==> per-stage QoR <==
step	std cells	setup slack [ns]	total power (W)
2_1_floorplan	3891	91.31	0.000772
3_3_place_gp	6985	87.24	0.000818
3_5_place_dp	6985	87.28	0.000819
4_1_cts	7399	87.27	0.00135
5_1_grt	7399	86.83	0.00138
6_report	7401	87.23	0.00134
==> critical path, delay by kind of cell <==
family / cells / cell delay [ns]
AOI/OAI and AO/OA: 1 / 0.41
xor gates and xnor gates: 1 / 0.75
buffers and inverters: 6 / 4.01
muxes: 3 / 1.44
and+or+nand+nor: 1 / 0.14
==> cells by family after synthesis <==
| logic type | share of synthesized area |
|---|---|
| compound gates | 0.0191 |
| buf+inv | 0.0142 |
| simple gates | 0.0180 |
| xor+xnor | 0.00621 |
| mux | 0.181 |
| flops | 0.761 |
==> layout by cell type (no fill, tap or decap), types with 5 or more instances in the layout <==
cell type,netlist,layout
edfxtp_1,2304,2304
mux4_2,692,692
clkbuf_16,0,226
buf_4,20,203
o22ai_1,120,120
clkdlybuf4s50_1,0,94
nand2_1,91,91
mux2i_1,75,75
and4_2,3,61
clkinv_1,0,57
clkbuf_1,45,41
clkinv_2,0,40
xor2_1,40,36
buf_2,140,36
nor2_1,36,35
o41ai_1,28,28
a32o_1,26,26
bufinv_16,0,26
nor3_1,27,25
nand4_1,19,19
nor4_1,13,13
nand3_1,12,12
a22oi_1,11,11
a22o_1,10,10
xnor2_1,12,8
clkinvlp_4,0,8
a211oi_1,7,7
xor2_4,1,6
xnor2_2,2,6
a32oi_1,6,6
o21ai_0,6,6
mux4_1,5,5
inv_16,0,5
==> where the power goes <==
part / switching, W / internal, W / total, W
logic: 0.0000708 / 0.0000512 / 0.000122
clock network: 0.000230 / 0.000307 / 0.000537
registers: 0.000000927 / 0.000682 / 0.000683
Power is estimated from default activity; no workload was simulated.
