<file path="flow/run.sh">
#!/bin/bash
# OpenROAD 26Q1-2900-gdf79404cd8, Yosys 0.63+post, stock flow scripts
make -C /OpenROAD-flow-scripts/flow DESIGN_CONFIG=/design/flow/config.mk WORK_HOME=/design/flow/orfs finish
</file>
<file path="flow/config.mk">
export PLATFORM = sky130hd
export DESIGN_NAME = Jalr_Stack
export DESIGN_NICKNAME = Jalr_Stack
export VERILOG_FILES = /design/flow/design.v
export SDC_FILE = /design/flow/constraint.sdc
export NUM_CORES = 4
export LEC_CHECK = 1
export CORE_UTILIZATION = 50
</file>
<file path="flow/constraint.sdc">
current_design Jalr_Stack

set clk_period 63.0
set clk_io_pct 0.2

create_clock -name clk0 -period $clk_period [get_ports {clk}]

set non_clock_inputs [all_inputs -no_clocks]
set_input_delay [expr $clk_period * $clk_io_pct] -clock clk0 $non_clock_inputs
set_output_delay [expr $clk_period * $clk_io_pct] -clock clk0 [all_outputs]
</file>
<file path="flow/design.v">
module Jalr_Stack (
    input clk,
    input rst,
    input [31:0] pc_if,
    input [31:0] inst_if,
    input [1:0] top_fix,
    output reg [31:0] jalr_addr
);
    reg [31:0] jas[0:63];   
    reg [5:0] top;
    integer i=0;
    initial begin
        top=1;
        for(i=0; i<64; i=i+1)begin
            jas[i]=0;
        end
    end
    always @(*) begin
        jalr_addr=jas[top-1];
    end
    always @(posedge clk) begin
        if(rst)begin
            top<=1;
        end
        else begin
            top<=top+top_fix;
            if(inst_if[6:0]==7'b1100111)begin  
                top<=top+top_fix-1;
            end
            if(inst_if[6:0]==7'b1101111)begin  
                jas[top]=pc_if+4;
                top<=top+top_fix+1;
            end
        end
    end
endmodule
</file>
==> impl_summary.log <==
[flow] collecting metrics
[metrics] share of final-layout standard cells stronger than drive strength 1: a little over a quarter
[metrics] post-detailed-routing wire length: 196700 um
[metrics] grt peak-use layer: met2
[metrics] setup slack of the most critical reg-to-reg path: about 60 ns
[metrics] Die ar.: roughly 160000 um2
[metrics] post-layout period usage of the worst path: 31.55%
[metrics] CTS Sinks: ~2000
[metrics] synthesis warning total: 1
[metrics] minimum hold slack: 0.9650 ns
[metrics] average cell area after synthesis: about 21 um2
[metrics] Distinct lib cells used: 48
[metrics] critical path launch point type: register
[metrics] Clk Tree Root Cell: sky130_fd_sc_hd__clkbuf_16
[metrics] FFs w/ async S/R, synth: 0%
[metrics] sum of negative setup slack: 0 ns
[metrics] Slew HR: 33.82%
[metrics] number of ports placed on the die boundary: 100
[metrics] Worst VDD drop: 22.41 uV
[metrics] met3 track demand over resource in global routing: between 20% and 30%
[metrics] most frequent cell on the critical path: sky130_fd_sc_hd__buf_4
[metrics] overall via count from detail_route: approximately 38000
[metrics] floorplan row count: 145
[metrics] Worst R2R Path Depth: 6
[metrics] outcome: complete, no violations
[metrics] largest combinational cell category by area: multiplexers
[metrics] routability congestion estimate from global placement: 0.8542
[metrics] crit path to: jalr_addr[12]
[metrics] post-route cell area: 90010 um2
[metrics] overflow left after global routing: 0
[metrics] worst hold path class: reg -> reg
[metrics] growth of design area from synthesis to finish: 13.36%
[metrics] average vias per placed instance: between 6 and 7
[metrics] initial antenna violation count: 1
[metrics] minimum setup slack in the final design: 43.12 ns
[metrics] area reported by Yosys stat: 79390 um2
[metrics] detailed-route wire length per cell: 31.82 um
[metrics] simple share: 3.563%
[metrics] and-or/or-and share of the synthesized area: 1.700%
[metrics] post-route clock skew: 0.02782 ns
[metrics] data required time of the worst path: ~50 ns
[metrics] number of maximum-capacitance violations: 0
[metrics] total CTS buffers: 201
[metrics] multiplexer fraction of the synthesized cell area: 15.30%
[metrics] cts-stage hold buffer count: 0
[metrics] number of port buffers: between 70 and 80
[metrics] portion of the post-synthesis area used by sequential elements: between 70% and 80%
[metrics] TritonRoute pass-1 iters: 5
[metrics] Worst path depth: 11
[metrics] maximum number of pins on one net before global-route repair: around 100
[metrics] slowest stage cell on the critical path: sky130_fd_sc_hd__ha_4
[metrics] Max Fanout on Critical Path: 45
[metrics] final number of setup-violating endpoints: 0
[metrics] power per standard cell area: 34.56 nW/um2
[metrics] cells in synth_stat.txt: 3727
[metrics] met1 demand-to-capacity share in global routing: 37.94%
[metrics] startpoint of the worst register-to-register path: top[0]
[metrics] Worst path max stage delay: 0.72 ns
[metrics] violation tally from detailed-route iteration zero: 2402
[metrics] worst hold start: top[5]
[metrics] fin. max-slew vios: 0
[metrics] hold violation count in the final report: 0
[metrics] Critical path origin: top[0]
[metrics] slew at the pin with the worst max-slew slack: around 0.99 ns
[metrics] adder share: less than 1%
[metrics] area post-placement: 83920 um2
[metrics] DRT antenna net count: 0
[metrics] count of warning messages emitted by the tools: 52
[metrics] nature of the critical path endpoint: primary output
[metrics] #FFs+latches synth: 2054
[metrics] Period minus WS final: approximately 20 ns
[metrics] clock latency on the worst-skew pair: 0.81 ns
[metrics] buffering stage count on the worst path with inverters included: 6
[metrics] global-route wire length before repair: around 280000 um
[metrics] Synth Area in XOR/XNOR: 0.4964%
[metrics] placeable core region: 156900 um2
[metrics] number of resized instances in the post-cts repair step: 0
[metrics] Die Width: approximately 400 um
[metrics] post-CTS setup repair buffer count: 0
[metrics] Total Routing Usage GR: between 20% and 30%
[metrics] RSZ-0062 raised after global routing: no
[metrics] timing-limited maximum frequency: roughly 0.050 GHz
[metrics] Post-Syn Instances: 3727
[metrics] Detail Placement HPWL: 104800 um
[metrics] Netlist Area Pre-Place: between 70000 and 80000 um2
[metrics] endpoint of the lowest-slack register-to-register path: jas[13][30]
[metrics] met2 global-route usage: between 30% and 40%
[metrics] class of the most critical setup path: reg -> out
[metrics] arrival time at the worst endpoint: 7.28 ns
[metrics] critical path cell sequence: inv_1 -> ha_4 -> buf_4 -> buf_4 -> buf_4 -> buf_4 -> mux4_2 -> a22oi_1 -> a31oi_1 -> o22a_1 -> clkdlybuf4s50_1
[metrics] CP top delay family: buffers and inverters
[metrics] flip-flops with a built-in enable: approximately 2000
[metrics] Clk pin slew, worst setup/hold paths: 0.06 ns
[metrics] Max Buffers Root-to-Sink: 3
[metrics] Pre-Place Util: 50.59%
[metrics] Clock H-tree levels: 4
[metrics] vertical die dimension: 400.5 um
[metrics] dominant register cell in the synthesized netlist: sky130_fd_sc_hd__edfxtp_1
[metrics] residual DRC count: 0
[metrics] worst slack after detailed placement: ~44 ns
[metrics] Leak: 28.29 nW
[metrics] number of global-route vias before repair: 41018
[metrics] TritonCTS clock tree: done
-- layer usage --
metal | vias up | part of all wire [%] | wire length [um]
met5 | - | 0.19 | 370
met2 | 2457 | 46 | 90590
met4 | 12 | 2.9 | 5667
li1 | 15941 | - | -
met3 | 311 | 20 | 38390
met1 | 19039 | 31 | 61640
-- worst min path at each step --
stage / slack [ns] / depth (start not counted) / to
CTS: 0.96 / 3 / top[5]
global route: 1.04 / 3 / top[5]
finish: 0.96 / 3 / top[5]
-- synthesized netlist by cell type (all sizes together), types with 4 or more instances --
| master | instances | share of area (%) |
|---|---|---|
| a21oi | 23 | 0.14 |
| a22oi | 44 | 0.42 |
| a311oi | 20 | 0.22 |
| a31oi | 41 | 0.32 |
| a32o | 20 | 0.25 |
| and3 | 25 | 0.20 |
| and4 | 4 | 0.044 |
| buf | 97 | 0.65 |
| clkbuf | 109 | 0.52 |
| dfxtp | 6 | 0.15 |
| edfxtp | 2048 | 77 |
| ha | 6 | 0.095 |
| inv | 9 | 0.043 |
| mux2 | 20 | 0.28 |
| mux2i | 21 | 0.26 |
| mux4 | 520 | 15 |
| nand2 | 416 | 2.0 |
| nand2b | 5 | 0.039 |
| nand3 | 78 | 0.49 |
| nand4 | 29 | 0.23 |
| nor2 | 85 | 0.40 |
| nor2b | 4 | 0.032 |
| o21ai | 6 | 0.038 |
| o22a | 20 | 0.22 |
| xnor2 | 32 | 0.35 |
| xor2 | 13 | 0.14 |
-- metrics by stage --
stage | std cells | power [mW] | util [%]
2_1_floorplan | 3727 | 1.829 | -
3_3_place_gp | 5814 | 2.024 | 53.48
3_5_place_dp | 5814 | 2.025 | 53.48
4_1_cts | 6179 | 3.134 | 57.35
5_1_grt | 6179 | 3.220 | 57.35
6_report | 6181 | 3.110 | 57.35
-- logic make-up after synthesis --
family / count (synthesis)
simple gates: 663
compound gates: 182
mux: 561
buf+inv: 215
flops: 2054
xor+xnor: 45
fa+ha+maj: 7
-- cell usage in the layout, fill, tap and decap left out, types with 19 or more instances in the layout --
cell,count
sky130_fd_sc_hd__clkinv_2,34
sky130_fd_sc_hd__mux2i_1,21
sky130_fd_sc_hd__clkbuf_1,52
sky130_fd_sc_hd__a22oi_1,44
sky130_fd_sc_hd__xnor2_2,26
sky130_fd_sc_hd__a21oi_1,23
sky130_fd_sc_hd__mux4_2,520
sky130_fd_sc_hd__clkbuf_16,208
sky130_fd_sc_hd__nor2_4,64
sky130_fd_sc_hd__clkdlybuf4s50_1,72
sky130_fd_sc_hd__nand4_1,29
sky130_fd_sc_hd__a311oi_1,20
sky130_fd_sc_hd__buf_4,157
sky130_fd_sc_hd__nand3_1,78
sky130_fd_sc_hd__o22a_1,20
sky130_fd_sc_hd__nor2_1,19
sky130_fd_sc_hd__a32o_1,20
sky130_fd_sc_hd__nand2_1,416
sky130_fd_sc_hd__a31oi_1,40
sky130_fd_sc_hd__clkinv_1,55
sky130_fd_sc_hd__mux2_2,20
sky130_fd_sc_hd__edfxtp_1,2048
sky130_fd_sc_hd__and3_1,25
-- report_power, final --
group	internal (mW)	total [mW]	switching, mW
Combinational	0.197	0.487	0.290
Sequential	1.51	1.51	0.00203
Clock	0.625	1.11	0.490
-- sequential cells by signal (all words and copies together), names as in the netlist --
register and flops:
jas 2048, top 6
-- area by class of cell --
cell class              count  area [um2]
fillers                 11130       66930
flip-flops and latches   2054       61620
multi-input cells        1458       17700
clock buffers             260        5400
well taps                2058        2575
repair buffers            235        1989
clock inverters           105       679.4
inverters                   9       33.78
diodes                      2       5.005
-- tightest hold or removal path, delay by kind of cell (launching register included) --
family                    cells  cell delay [ns]
and+or+nand+nor               1             0.08
DFF                           1             0.50
xor gates and xnor gates      2             0.35
Power figures rest on the tool's default switching activity, not on a simulated workload.
